===== config.mk =====
export PLATFORM = sky130hd
export DESIGN_NAME = DE_reg
export DESIGN_NICKNAME = DE_reg
export VERILOG_FILES = /design/flow/design.v
export SDC_FILE = /design/flow/constraint.sdc
export NUM_CORES = 4
export LEC_CHECK = 1
export CORE_AREA = 10 10 169 169
export DIE_AREA = 0 0 179 179

===== constraint.sdc =====
current_design DE_reg

set clk_period 1.0
set clk_io_pct 0.2

create_clock -name clk0 -period $clk_period [get_ports {clk}]

set non_clock_inputs [all_inputs -no_clocks]
set_input_delay [expr $clk_period * $clk_io_pct] -clock clk0 $non_clock_inputs
set_output_delay [expr $clk_period * $clk_io_pct] -clock clk0 [all_outputs]

===== design.v =====
`timescale 1ns / 1ps
`timescale 1ns / 1ps
module DE_reg(
    input [31:0] D_PC,
    input [31:0] D_Imm32,
    input [31:0] D_Instr,
    input [31:0] D_RD1,
    input [31:0] D_RD2,
    input clk,
    input reset,
    output reg [31:0] E_PC,
    output reg [31:0] E_Imm32,
    output reg [31:0] E_Instr,
    output reg [31:0] E_RD1,
    output reg [31:0] E_RD2
    );
    always @(posedge clk) begin
        if (reset) begin
            E_PC <= 32'h00003000;
            E_Imm32 <= 0;
            E_Instr <= 0;
            E_RD1 <= 0;
            E_RD2 <= 0;
        end
        else begin
            E_PC <= D_PC;
            E_Imm32 <= D_Imm32;
            E_Instr <= D_Instr;
            E_RD1 <= D_RD1;
            E_RD2 <= D_RD2;
        end
    end
endmodule

===== run.sh =====
#!/bin/bash
# OpenROAD 26Q1-2900-gdf79404cd8, Yosys 0.63+post, stock flow scripts
make -C /OpenROAD-flow-scripts/flow DESIGN_CONFIG=/design/flow/config.mk WORK_HOME=/design/flow/orfs finish

==> impl_metrics.env <==
# physical design summary
export IMPL_synth_flop_count=160
export IMPL_slew_violations=0
export IMPL_rows=58
export IMPL_dp_cells=984
export IMPL_finalCriticalPeriod_ps=1090
export IMPL_synth_area_per_cell_um2=12.7
export IMPL_grt_usage_pct=9.04
export IMPL_fin_area_um2=7780
export IMPL_lay_top_count="clkdlybuf4s50_1"
export IMPL_yosysWarnings=1
export IMPL_cts_sinks=160
export IMPL_stdcell_count=1017
export IMPL_vias=3386
export IMPL_met2_usage_pct=14.2
export IMPL_core_um2=25000
export IMPL_hpwl_mm=12.5
export IMPL_ys_area_um2=4280
export IMPL_leakage_nw=3.41
export IMPL_dieHeight_um=179
export IMPL_setup_violations=152
export IMPL_drc=0
export IMPL_min_path_type="input port to flop"
export IMPL_drt_total_wl_mm=15.4
export IMPL_timing_final_crit_share_pct=109
export IMPL_htree_levels=4
export IMPL_drt_pass1_iter_count=4
export IMPL_cp_depth=1
export IMPL_grt_busiest_layer="met2"
export IMPL_cts_buffers=17
export IMPL_worstSetupEndpointType="output port"
export IMPL_finalHoldViolCount=0
export IMPL_powerDensity_nw_per_um2=1810
export IMPL_critPathArrivalTime_ps=890
export IMPL_ys_cells=337
export IMPL_portBuffers=321
export IMPL_wl_per_cell_um=15.2
export IMPL_ios=322
export IMPL_ctsHoldBuffers=0
export IMPL_yosysUniqueCellTypes=6
export IMPL_lay_top_cells="clkdlybuf4s50_1, nor2b_1, buf_2, dfxtp_1, dfxtp_2"
export IMPL_slew_headroom_pct=78.8
export IMPL_pwr_share_comb_pct=9.3
export IMPL_place_gp_congestion=0.803
export IMPL_met1_usage_pct=10.3
export IMPL_grt_pass1_vias=3600
export IMPL_share_seq_of_total_power_pct=48.4
export IMPL_outcome="finished, violations left"
export IMPL_syn_area_um2=4280
export IMPL_tightest_slew_ps=317
export IMPL_areaGrowthSynthToFinish_pct=81.5
export IMPL_rsz0062_at_grt="true"
export IMPL_slowest_delay_ps=370
export IMPL_grt_max_degree=36
export IMPL_cp_slowest_cell="dfxtp_4"
export IMPL_pre_cts_ws_ps=-200
export IMPL_worst_path_buf_inv=1
export IMPL_fmax_ghz=0.917
export IMPL_log_warning_count=27
export IMPL_whs_path_depth=2
export IMPL_layout_setup_ws_ps=-90.8
export IMPL_cap_violations=0
export IMPL_grt_overflow=0
export IMPL_grt_use_met3_pct=6.09
export IMPL_power_internal_w=0.0109
export IMPL_required_ps=800
export IMPL_path_clk_slew_ps=70
export IMPL_holdCritStartpoint="reset"
export IMPL_initCoreUtil_pct=17.1
export IMPL_drt_iter0_markers=53
export IMPL_synthCells=337
export IMPL_p_clk_share_pct=42.3
export IMPL_nFillCells=2598
export IMPL_grt_pass1_wl_mm=21.6
export IMPL_violations="setup timing"
export IMPL_antenna_found_initial=0
export IMPL_cts_root_buf="clkbuf_16"
export IMPL_path_max_fanout=1
export IMPL_cts_tree="yes"
export IMPL_ant_nets=0
export IMPL_postSynthSeqShare_pct=74.8
export IMPL_dieArea_um2=32000
export IMPL_clock_path_buffers=2
export IMPL_cp_top_family="flip-flops"
export IMPL_critPathKind="flop to output port"
export IMPL_crit_chain="buf_6"
export IMPL_power_switching_w=0.00314
export IMPL_drive_above_1_share_pct=33.8
export IMPL_fp_dieW_um=179
export IMPL_ir_drop_uv=864
export IMPL_min_to="E_RD2[16]$_SDFF_PP0_"
export IMPL_post_dp_cell_area_um2=7950
export IMPL_viasPerCell=3.33
export IMPL_cp_start_kind="flop"
export IMPL_p_sw_share_pct=22.4
==> worst max path at each step <==
| stage | from | slack (ps) | to |
|---|---|---|---|
| 5_1_grt | E_PC[18]$_SDFF_PP0_ | -140 | E_PC[18] |
| 4_1_cts | E_PC[18]$_SDFF_PP0_ | -150 | E_PC[18] |
| 6_report | E_PC[18]$_SDFF_PP0_ | -90 | E_PC[18] |
==> metrics by stage <==
step	hold slack, ps	power, W	TNS, ps	util, %
after detailed placement	607	0.00860	-621	31.8
after floorplan	297	0.00714	0	-
after global routing	174	0.0147	-9950	31.0
final	167	0.0140	-2360	31.1
after CTS	156	0.0144	-7810	30.9
after global placement	608	0.00859	-615	31.8
==> Yosys cell counts, drive strengths merged <==
cell	instances	area (um^2)
dfxtp	160	3200
nor2b	158	988
buf	11	57.6
clkbuf	6	22.5
or2	2	12.5
==> layer usage <==
| metal | up-vias | routed length (um) |
|---|---|---|
| met5 | - | 0 |
| met1 | 1482 | 5820 |
| met4 | 0 | 159 |
| met3 | 8 | 2620 |
| li1 | 1685 | - |
| met2 | 211 | 6840 |
==> cell type report <==
type | count | area [um^2] | area share [%]
Clock inverter | 13 | 104 | 1.34
Sequential cell | 160 | 3240 | 41.7
Timing Repair Buffer | 334 | 2580 | 33.2
Tap cell | 330 | 413 | 5.31
Multi-Input combinational cell | 160 | 1000 | 12.9
Clock buffer | 19 | 433 | 5.57
Antenna cell | 1 | 2.50 | 0.0322
==> repair_timing <==
action                     4_1_cts  5_1_grt
resized                        543       18
buffers inserted                 0        0
setup endpoints to repair      160      160
pin swaps                        0        0
cloned                           0        0
==> flip-flops by register name, summed over array words and instances, names as in the netlist <==
name and flops:
E_PC 32, E_RD2 32, E_RD1 32, E_Instr 32, E_Imm32 32
==> power by group through the flow <==
stage | clock network [W] | logic, W | registers, W
4_1_cts | 0.00624 | 0.00134 | 0.00680
5_1_grt | 0.00645 | 0.00145 | 0.00684
6_report | 0.00594 | 0.00131 | 0.00680
==> logic make-up (layout without fill, tap and decap cells) <==
logic type             count (synthesis)  after routing  share of synthesized area [%]
other                                  0              1                              0
AND/OR/NAND/NOR                      160            160                           23.4
flip-flops                           160            160                           74.8
buffers and inverters                 17            366                           1.87
Power is estimated from default activity; no workload was simulated.

**./config.mk**
```make
export PLATFORM = sky130hd
export DESIGN_NAME = hazardUnit
export DESIGN_NICKNAME = hazardUnit
export VERILOG_FILES = /design/flow/design.v
export SDC_FILE = /design/flow/constraint.sdc
export NUM_CORES = 4
export LEC_CHECK = 1
export CORE_AREA = 10 10 99 99
export DIE_AREA = 0 0 109 109
```
**./constraint.sdc**
```tcl
current_design hazardUnit

set clk_period 4.9
set clk_io_pct 0.2

create_clock -name clk0 -period $clk_period

set non_clock_inputs [all_inputs -no_clocks]
set_input_delay [expr $clk_period * $clk_io_pct] -clock clk0 $non_clock_inputs
set_output_delay [expr $clk_period * $clk_io_pct] -clock clk0 [all_outputs]
```
**./design.v**
```verilog
`timescale 1ns / 1ps
`timescale 1ns / 1ps
module InstrSet(
    input [31:0] Instr,
    output Ical,
    output Rcal,
    output jal,
    output lw,
    output sw,
    output jr,
    output beq
    );
    assign Ical = (Instr[31:26] == 6'b001101) || (Instr[31:26] == 6'b001111);    
    assign Rcal = (Instr[31:26] == 6'b000000 && Instr[5:0] == 6'b100000) ||
                  (Instr[31:26] == 6'b000000 && Instr[5:0] == 6'b100010);       
    assign jal = (Instr[31:26] == 6'b000011);
    assign lw = (Instr[31:26] == 6'b100011);
    assign sw = (Instr[31:26] == 6'b101011);
    assign jr = (Instr[31:26] == 6'b000000 && Instr[5:0] == 6'b001000);
    assign beq = (Instr[31:26] == 6'b000100);
endmodule
`timescale 1ns / 1ps
`timescale 1ns / 1ps
module hazardUnit(
    input [31:0] D_Instr,
    input [31:0] E_Instr,
    input [31:0] M_Instr,
    input [31:0] W_Instr,
    input [4:0] E_for_GRFWriteAddr,
    input [4:0] M_for_GRFWriteAddr,
    input [4:0] W_GRFWriteAddr,
    output F_Stall,
    output D_Stall,
    output E_Flush,
    output [2:0] D_Sel_rs,
    output [2:0] D_Sel_rt,
    output [2:0] E_Sel_rs,
    output [2:0] E_Sel_rt,
    output [2:0] M_Sel_rt
    );
    wire D_Ical, D_Rcal, D_jal, D_lw, D_sw, D_jr, D_beq;
    wire [4:0] D_rs, D_rt;
    InstrSet D_InstrSet (.Instr(D_Instr), .Ical(D_Ical), .Rcal(D_Rcal), .jal(D_jal), .lw(D_lw), .sw(D_sw), .jr(D_jr), .beq(D_beq));
    assign D_rs = D_Instr[25:21];
    assign D_rt = D_Instr[20:16];
    wire E_Ical, E_Rcal, E_jal, E_lw, E_sw, E_jr, E_beq;
    wire [4:0] E_rs, E_rt, E_rd;
    InstrSet E_InstrSet (.Instr(E_Instr), .Ical(E_Ical), .Rcal(E_Rcal), .jal(E_jal), .lw(E_lw), .sw(E_sw), .jr(E_jr), .beq(E_beq));
    assign E_rs = E_Instr[25:21];
    assign E_rt = E_Instr[20:16];
    assign E_rd = E_Instr[15:11];
    wire M_Ical, M_Rcal, M_jal, M_lw, M_sw, M_jr, M_beq;
    wire [4:0] M_rs, M_rt, M_rd;
    InstrSet M_InstrSet (.Instr(M_Instr), .Ical(M_Ical), .Rcal(M_Rcal), .jal(M_jal), .lw(M_lw), .sw(M_sw), .jr(M_jr), .beq(M_beq));
    assign M_rs = M_Instr[25:21];
    assign M_rt = M_Instr[20:16];
    assign M_rd = M_Instr[15:11];
    wire W_Ical, W_Rcal, W_jal, W_lw, W_sw, W_jr, W_beq;
    wire [4:0] W_rs, W_rt, W_rd;
    InstrSet W_InstrSet (.Instr(W_Instr), .Ical(W_Ical), .Rcal(W_Rcal), .jal(W_jal), .lw(W_lw), .sw(W_sw), .jr(W_jr), .beq(W_beq));
    wire [1:0] D_Tuse_rs, D_Tuse_rt;
    assign D_Tuse_rs = (D_beq || D_jr) ? 0 :
                       (D_Rcal || D_Ical || D_lw || D_sw) ? 1 :
                                                            2;
    assign D_Tuse_rt = D_beq ? 0 :
                       D_Rcal ? 1 :
                       D_sw ? 2 :
                              3;  
    wire [1:0] E_Tnew = (E_Rcal || E_Ical) ?  1 :
                        (E_lw) ? 2 :
                                 0;
    wire [1:0] M_Tnew = (M_lw) ? 1 : 0;                                                                                            
    wire rs_Stall, rt_Stall;
    wire stallYes;
    assign stallYes = rs_Stall || rt_Stall;
    assign F_Stall = stallYes;
    assign D_Stall = stallYes;
    assign E_Flush = stallYes;
    assign rs_Stall = ((D_rs == E_for_GRFWriteAddr) && D_rs && (D_Tuse_rs < E_Tnew)) ||              
                      ((D_rs == M_for_GRFWriteAddr) && D_rs && (D_Tuse_rs < M_Tnew));                
    assign rt_Stall = ((D_rt == E_for_GRFWriteAddr) && D_rt && (D_Tuse_rt < E_Tnew)) ||              
                      ((D_rt == M_for_GRFWriteAddr) && D_rt && (D_Tuse_rt < M_Tnew));                
    assign D_Sel_rs = (E_jal && (D_rs == E_for_GRFWriteAddr)) ? 1 :                                  
                      (M_jal && (D_rs == M_for_GRFWriteAddr)) ? 2 :                                  
                      ((M_Rcal || M_Ical) && (D_rs == M_for_GRFWriteAddr) && D_rs) ? 3 :             
                                                                                     0;
    assign D_Sel_rt = (E_jal && (D_rt == E_for_GRFWriteAddr)) ? 1 :                                  
                      (M_jal && (D_rt == M_for_GRFWriteAddr)) ? 2 :                                  
                      ((M_Rcal || M_Ical) && (D_rt == M_for_GRFWriteAddr) && D_rt) ? 3 :             
                                                                                     0;
    assign E_Sel_rs = (M_jal && (E_rs == M_for_GRFWriteAddr)) ? 1 :                                  
                      ((M_Ical || M_Rcal) && (E_rs == M_for_GRFWriteAddr) && E_rs) ? 2 :             
                      (W_jal && (E_rs == W_GRFWriteAddr)) ? 3 :                                      
                      ((W_lw || W_Ical || W_Rcal) && (E_rs == W_GRFWriteAddr) && E_rs) ? 4 :         
                                                                                         0;
    assign E_Sel_rt = (M_jal && (E_rt == M_for_GRFWriteAddr)) ? 1 :                                  
                      ((M_Ical || M_Rcal) && (E_rt == M_for_GRFWriteAddr) && E_rt) ? 2 :             
                      (W_jal && (E_rt == W_GRFWriteAddr)) ? 3 :                                      
                      ((W_lw || W_Ical || W_Rcal) && (E_rt == W_GRFWriteAddr) && E_rt) ? 4 :         
                                                                                         0;
    assign M_Sel_rt = (W_jal && (M_rt == W_GRFWriteAddr)) ? 1 :                                      
                      ((W_lw || W_Ical || W_Rcal) && (M_rt == W_GRFWriteAddr) && M_rt) ? 2 :         
                                                                                         0;
endmodule
```
**./run.sh**
```bash
#!/bin/bash
# OpenROAD 26Q1-2900-gdf79404cd8, Yosys 0.63+post, stock flow scripts
make -C /OpenROAD-flow-scripts/flow DESIGN_CONFIG=/design/flow/config.mk WORK_HOME=/design/flow/orfs finish
```
==> ds_physical_params.txt <==
Implementation parameters

Parameter                              Value

Outcome
  Run status    complete, no violations

Global routing
  Vias in the first global route    1619
  Pin count of the biggest net entering global routing    9
  Total track usage    around 8.3%
  Initial antenna violation count    0
  Total gr overflow    0
  Global-route wire length before repair    8090 µm

Final layout
  Ratio of cells with drive above 1 in the final layout    under 10%
  Number of clock-tree buffers in the layout    0
  Total number of sequential cells    0
  Highest-count cells in the layout ignoring fill and taps    clkdlybuf4s50_1, xnor2_1, nor3_1
  Area occupied by registers    0 µm²
  Most common cell after layout, fill and taps aside    clkdlybuf4s50_1
  Number of cells in the finished layout apart from fillers    368
  Layout Area Growth over Synthesis    96.3%

Placed design
  DP HPWL    a little under 5000 µm
  Cells after DPL    approximately 370
  Weighted congestion at the end of routability-driven global placement    0.821
  Number of input and output port buffers inserted    100

Power
  Seq pwr share    0%
  Fraction of power spent switching nets    a little under two fifths
  Fraction of power consumed by the clock network    0%
  Power per Cell Area    ~64 nW/µm²
  Total power    roughly 140 µW
  Internal portion of total power    around 91 µW
  Power dissipated by switching net loads    between 50 and 60 µW
  Comb pwr share    100.0%
  Largest vdd supply drop    0.0000305 V
  Leakage power figure    ~0.71 nW

Run
  OpenROAD warning count    roughly 90
  Max-capacitance violation count    0

Critical path
  Endpoint of the worst setup timing path    D_Stall
  Worst Path Max Fanout    5
  CP peak stage delay    around 0.57 ns
  CP Capture Type    output pin
  Crit path buf inv count    2
  Worst path depth    9
  Crit. Startpoint    D_Instr[27]
  Most common cell type on the critical path    clkdlybuf4s50_1
  Worst endpoint data arrival time    roughly 3.7 ns
  Worst path cell trace    clkdlybuf4s50_1 > or4_4 > nor2_4 > o21ai_0 > ha_1 > and3_2 > nor4_1 > a311o_1 > clkdlybuf4s50_1
  Crit path max-delay cell type    or4_4
  Start-to-end type of the worst setup path    primary input to output pin
  Startpoint type of the worst setup path    primary input
  Required time of the critical path    about 3.9 ns
  Cell family contributing the most delay on the critical path    simple AND/OR/NAND/NOR gates

Floorplanning
  # rows    32
  Number of ports placed on the die boundary    roughly 160
  Die Footprint    11900 µm²
  Core outline area    about 7700 µm²
  Vertical die size    ~110 µm
  Effective utilization at floorplan    ~15%
  Die X-Extent    ~110 µm

Logic synthesis
  Sequential element share of the synthesized area    0%
  Yosys stat chip area    1150 µm²
  Mean cell area of the mapped netlist    ~6.8 µm²
  Distinct lib cells used    39
  Post-Synthesis Cell Area    1150 µm²
  Total number of yosys warnings    0
  Synthesized instance count    169
  Number of cells in Yosys stat    169

Drt
  Detailed Route WL    5300 µm
  Met3 wire length    about 450 µm
  Post-route DRC    0
  DR vias    1533
  Wire length on met2    roughly 2600 µm
  TritonRoute pass-1 iters    4
  Met1 routed wirelength after detailed routing    2200 µm
  Final antenna diode count    0
  Detail-routed net length per standard cell    14.4 µm
  Avg Vias per Cell    4.17
  Count of nets left with antenna violations after detail routing    0
  Highest metal layer with signal wires    met4
  DR iter-0 viols    70

STA
  Peak clock frequency supported by timing    214 MHz
  Fin. Hold Viols    0
  Setup repair after global routing missed its margin    no
  Clock period minus final worst setup slack    4.68 ns
  Period utilization    95.4%
  Slew Viols, Final    0
  Total negative slack    0 ns
  Final setup violation count    0

Clock tree
  Number of buffers inserted for hold repair after clock tree synthesis    0
  Gates resized, CTS repair    0
  Number of setup buffers added after CTS    0

Worst hold path
  Tightest Hold Check Type    primary input to output pin
[power groups by stage]
stage	logic, mW	registers (mW)	clock network (mW)
CTS	0.145	0	0
global route	0.157	0	0
finish	0.144	0	0
[through the flow]
step           setup slack [ns]  util (%)  hold WS, ns  area (µm²)
6_report                  0.223      29.2         2.94        2260
5_1_grt                  0.0286      29.2         2.98        2260
4_1_cts                   0.158      29.1         2.94        2250
3_5_place_dp              0.177      29.1         2.94        2250
3_3_place_gp              0.224      29.1         2.94        2250
2_1_floorplan              1.22         -         1.98        1160
[synthesized netlist by cell type (2+ instances only)]
cell type	n	share of area [%]
o21bai_1	3	2.0
nand4b_1	2	1.5
buf_4	5	3.3
nand3_1	18	7.8
and2_1	2	1.1
xor2_1	19	14
nand4_1	3	1.6
nor2_1	11	3.6
nor3_1	20	8.7
nor4_1	4	2.2
or4_4	2	2.0
nand2b_1	3	1.6
nand2_1	13	4.2
nor4b_1	2	1.5
nor4b_2	2	2.6
xnor2_1	26	20
ha_1	2	2.2
a21oi_1	7	3.0
o21ai_0	2	0.87
and3_1	3	1.6
nand3b_1	2	1.3
[logic make-up after synthesis]
logic type	Yosys count	share of synthesized area (%)
AND-OR/OR-AND	20	12.5
XOR/XNOR	45	34.3
adder cells (fa/ha/maj)	2	2.18
buffers and inverters	6	3.59
other	1	0.326
AND/OR/NAND/NOR	95	47.1
[metal layers]
| layer | vias up | track usage (%) |
|---|---|---|
| met4 | 0 | 0.377 |
| li1 | 808 | - |
| met2 | 43 | 14.8 |
| met3 | 2 | 2.75 |
| met5 | - | 0 |
| met1 | 680 | 10.0 |
[cell type report]
cell class / count / area [µm²]
timing repair buffer: 101 / 1010
multi-input combinational: 165 / 1120
fill: 803 / 5470
tap: 102 / 128
[worst min-delay path by stage]
stage / from / endpoint / slack [ns] / depth (start not counted)
after CTS: W_Instr[30] / M_Sel_rt[0] / 2.94 / 3
after global routing: W_Instr[30] / M_Sel_rt[0] / 2.98 / 3
final: W_Instr[30] / M_Sel_rt[0] / 2.94 / 3
No activity file was given, so power comes from the tool's default toggle rates.

==> flow/design.v <==
`timescale 1ns / 1ps
module BlockChecker(
    input clk,
    input reset,
    input [7:0] in,
    output result
    );
    reg [31 : 0] cnt_begin;
    reg [31 : 0] cnt_end;
    reg [3 : 0] status;
    reg unmatched;
    assign result = (unmatched == 1'b0 && cnt_begin == cnt_end) ? 1'b1 : 1'b0;
    function is_letter(input [7:0] c);
        begin
            is_letter = ( (c >= 8'd65 && c <= 8'd90) || (c >= 8'd97 && c <= 8'd122) );
        end
    endfunction
    initial begin
        cnt_begin <= 32'b0;
        cnt_end <= 32'b0;
        status <= 4'b0001;   
        unmatched <= 1'b0;
    end
    always @(posedge clk or posedge reset) begin
        if (reset) begin
            cnt_begin <= 32'b0;
            cnt_end <= 32'b0;
            status <= 4'b0001;
            unmatched <= 1'b0;
        end 
        else begin
            case(status)
                4'b0000: status <= (in == 8'd32) ? 4'b0001 :     
                                (is_letter(in)) ? 4'b0000:   
                                4'b1010;                    
                4'b0001: status <= (in == 8'd98 || in == 8'd66) ? 4'b0010 :
                                (in == 8'd101 || in == 8'd69) ? 4'b0111:
                                (in == 8'd32) ? 4'b0001 :
                                (!is_letter(in)) ? 4'b1010 :    
                                4'b0000;
                4'b0010: status <= (in == 8'd101 || in == 8'd69) ? 4'b0011 : 
                                (in == 8'd32) ? 4'b0001 : 
                                (!is_letter(in)) ? 4'b1010 :    
                                4'b0000;
                4'b0011: status <= (in == 8'd103 || in == 8'd71) ? 4'b0100 : 
                                (in == 8'd32) ? 4'b0001 : 
                                (!is_letter(in)) ? 4'b1010 :    
                                4'b0000; 
                4'b0100: status <= (in == 8'd105 || in == 8'd73) ? 4'b0101 : 
                                (in == 8'd32) ? 4'b0001 : 
                                (!is_letter(in)) ? 4'b1010 :    
                                4'b0000; 
                4'b0101: 
                    begin
                        if (in == 8'd110 || in == 8'd78) begin
                            status <= 4'b0110;                        
                            cnt_begin <= cnt_begin + 1;
                        end
                        else begin
                            status <= (in == 8'd32) ? 4'b0001 : 
                                       (!is_letter(in)) ? 4'b1010 :    
                                       4'b0000;
                        end
                    end                   
                4'b0110: 
                    begin
                        if (in == 8'd32) begin
                            status <= 4'b0001;
                        end
                        else if (!is_letter(in)) begin   
                            status <= 4'b1010;
                        end
                        else begin
                            status <= 4'b0000;
                            cnt_begin <= cnt_begin - 1;
                        end
                    end 
                4'b0111: status <= (in == 8'd110 || in == 8'd78) ? 4'b1000 :
                                (in == 8'd32) ? 4'b0001 : 
                                (!is_letter(in)) ? 4'b1010 :    
                                4'b0000;
                4'b1000:
                    begin
                        if (in == 8'd100 || in == 8'd68) begin
                            status <= 4'b1001;
                            if (cnt_begin > cnt_end) begin
                                cnt_end <= cnt_end + 1;
                            end                            
                            else begin
                                unmatched <= 1'b1; 
                            end
                        end
                        else status <= (in == 8'd32) ? 4'b0001 :
                                        (!is_letter(in)) ? 4'b1010 :    
                                        4'b0000;
                    end  
                4'b1001:
                    begin
                        if (in == 8'd32) begin
                            if (unmatched == 1'b1) begin
                                status <= 4'b1011;
                            end
                            else begin
                                status <= 4'b0001;
                            end                            
                        end
                        else if (!is_letter(in)) begin   
                            status <= 4'b1010;
                        end
                        else begin
                            status <= 4'b0000;
                            if (unmatched) begin
                                unmatched <= 1'b0;
                            end
                            else begin
                                cnt_end <= cnt_end - 1;
                            end                          
                        end
                    end   
                4'b1010:
                    begin
                        status <= (in == 8'd32) ? 4'b0001 :
                                   (in == 8'd98 || in == 8'd66) ? 4'b0010 :
                                   (in == 8'd101 || in == 8'd69) ? 4'b0111 : 
                                   (!is_letter(in)) ? 4'b1010 :
                                   4'b0000;
                    end                                  
            endcase
        end
    end
endmodule
==> flow/run.sh <==
#!/bin/bash
# OpenROAD 26Q1-2900-gdf79404cd8, Yosys 0.63+post, stock flow scripts
make -C /OpenROAD-flow-scripts/flow DESIGN_CONFIG=/design/flow/config.mk WORK_HOME=/design/flow/orfs finish
==> flow/config.mk <==
export PLATFORM = sky130hd
export DESIGN_NAME = BlockChecker
export DESIGN_NICKNAME = BlockChecker
export VERILOG_FILES = /design/flow/design.v
export SDC_FILE = /design/flow/constraint.sdc
export NUM_CORES = 4
export LEC_CHECK = 1
export CORE_UTILIZATION = 40
==> flow/constraint.sdc <==
current_design BlockChecker

set clk_period 30.3
set clk_io_pct 0.2

create_clock -name clk0 -period $clk_period [get_ports {clk}]

set non_clock_inputs [all_inputs -no_clocks]
set_input_delay [expr $clk_period * $clk_io_pct] -clock clk0 $non_clock_inputs
set_output_delay [expr $clk_period * $clk_io_pct] -clock clk0 [all_outputs]
==> out/results.tsv <==
metric	value	unit
number of routed nets with antenna violations	0	
FF+latch count, synth	69	
status	complete, no violations	
dominant register cell	dfrtp_1	
FFs w/ async S/R, synth	1.000	
post-layout period usage	0.2832	
drt initial violations	386	
Post-synth EDFFs	0	
Pre-Place Util	0.4107	
fin crit period	8.581	ns
Critical-path top delay cell	clkdlybuf4s50_1	
pwr dens	52.87	mW/mm^2
crit path max fanout	3	
Critical Path End Type	output port	
drt total wl	15360	um
Worst path top cell family by delay	simple AND/OR/NAND/NOR gates	
Die Wd	132.5	um
most frequent cells in the layout	ha_1, nand2_1, a21oi_1	
Pre-antenna DRT Iters	5	
Worst Clk Skew	0.004409	ns
# rows	47	
die footprint	0.01755	mm^2
mean area per synthesized cell	8.080	um^2
final non-filler cell total	1068	
met2 wire len	6456	um
Met3 Wirelength	452	um
Synth Warn #	1	
chip area in the Yosys report	0.006812	mm^2
headroom to the max-slew limit	0.4472	
Residual DRC	0	
TritonCTS Buffers	9	
worst min path class	flop to flop	
synth-to-layout area growth	9.570	%
most frequent logic cell in the layout	ha_1	
Reg power frac	0.319	
Cell Area, Synth	0.006812	mm^2
first-pass GRT wire length	26550	um
IO Count	11	
stage-log warning count	25	
Setup TNS	0	ns
Worst-Margin Slew	0.8229	ns
switch share	0.3743	
via count	5845	
clk sinks	69	
Resized cells post-CTS	0	
Final Wtd Congestion	0.8804	
GRT Util Overall	0.1880	
max-cap viol count	0	
core footprint	0.01658	mm^2
worst path cell trace	inv_1 -> ha_1 -> nand4_1 -> nor4_1 -> and4_1 -> nand2_1 -> nor2_1 -> clkdlybuf4s50_1	
Worst-Skew Late Latency	0.34	ns
Seq share, synth	0.2537	
distinct lib cells	66	
Worst Path Buf+Inv	2	
largest net degree at the start of global routing	65	
initial antenna violation count	0	
H-Tree Depth	3	
combinational share of power	0.400	
leakage	3.593	nW
root buffer cell	clkbuf_16	
RSZ-0062 raised after global routing	false	
r2r setup slk	25.74	ns
Die Y	132.5	um
CTS tree	yes	
via/cell ratio	5.473	
number of cells in Yosys stat	843	
DRT met1 WL	8288	um
Worst setup SP type	flop	
ratio of cells with drive above 1 in the final layout	0.05307	
Worst IR Drop VDD	0.02914	mV
clock share of power	0.280	
Slew Limit Fails	0	
Setup Buffers After CTS	0	
critical path arrival	2.52	ns
# diodes	0	
wire length per cell	14.38	um
Overflow after GRT	0	
Setup CP Type	flop to output port	
P_int	0.0002469	W
IO buf count	10	
Design Power	0.0003946	W
Worst-path clk slew	0.06	ns
Hold Vio Cnt, Final	0	
Mapped Cells	843	
Placed Instances	1052	
max frequency	116.5	MHz
top sig layer	met4	
final-layout fill cell count	1614	
Net Sw Power	0.0001477	W
CP Data Required Time	24.24	ns
vias in the first global route	5392	
final setup violation count	0	
Hold-fix buffers, CTS	0	
Critical Path Max Stage Delay	0.46	ns
DP Wirelength	11500	um
CTS max path bufs	2	
[cells in the mapped netlist (16+ instances only)]
cell      instances  area, um^2
a21o_1           32       240.2
ha_1             92        1151
nand3_1          23       115.1
xnor2_1          31       271.5
a21oi_1          74       370.4
nor3_1           16       80.08
nand2_1          86       322.8
inv_1            51       191.4
dfrtp_1          68        1702
nor2_1           56       210.2
o21ai_0          69       345.3
xor2_1           21       183.9
clkbuf_1         23       86.33
[power by group through the flow]
| stage | clock, W | sequential, W | combinational, W |
|---|---|---|---|
| after CTS | 0.000115 | 0.000126 | 0.000158 |
| after global routing | 0.000119 | 0.000129 | 0.000180 |
| final | 0.000111 | 0.000126 | 0.000158 |
[flip-flops by register name (all words and copies together), names as in the netlist]
name	flops
cnt_begin	32
cnt_end	32
status	4
unmatched	1
[final cells by class]
class | count | area [um^2] | share of cell area
inverters | 51 | 191.4 | 0.02565
flip-flops and latches | 69 | 1728 | 0.2315
clock buffers | 13 | 270.3 | 0.03621
repair buffers | 17 | 152.6 | 0.02045
multi-input cells | 695 | 4803 | 0.6436
clock inverters | 3 | 42.54 | 0.005700
well taps | 220 | 275.3 | 0.03688
[cells by family after synthesis]
logic type | Yosys count | share of synthesized area
adder cells (fa/ha/maj) | 94 | 0.1749
flip-flops | 69 | 0.2537
multiplexers | 11 | 0.01727
XOR/XNOR | 52 | 0.06686
AND-OR/OR-AND | 272 | 0.2515
AND/OR/NAND/NOR | 266 | 0.1914
buffers and inverters | 79 | 0.04445
[path summary, 6_finish.rpt]
| path | cells past startpoint | end | start |
|---|---|---|---|
| worst max register to register | 15 | cnt_begin[25]$_DFFE_PP0P_ | status[2]$_DFFE_PP0P_ |
| min in group asynchronous | 3 | unmatched$_DFFE_PP0P_ | reset |
| worst max-delay path | 8 | result | cnt_end[31]$_DFFE_PP0P_ |
| max in group asynchronous | 4 | status[0]$_DFFE_PP1P_ | reset |
| worst min-delay path | 1 | cnt_begin[31]$_DFFE_PP0P_ | cnt_begin[31]$_DFFE_PP0P_ |
| worst min register to register | 1 | cnt_begin[31]$_DFFE_PP0P_ | cnt_begin[31]$_DFFE_PP0P_ |
[layer usage]
| metal | vias up | GRT usage |
|---|---|---|
| li1 | 3089 | - |
| met1 | 2688 | 0.3047 |
| met2 | 56 | 0.2763 |
| met3 | 12 | 0.03125 |
| met4 | 0 | 0.01724 |
| met5 | - | 0 |
[metrics by stage]
stage | hold WS [ns] | util | area, um^2 | setup WS, ns
floorplan | 0.4464 | - | 6812 | 22.31
global placement | 0.4625 | 0.4312 | 7151 | 21.54
detailed placement | 0.4760 | 0.4312 | 7151 | 21.53
CTS | 0.4838 | 0.4501 | 7463 | 21.69
global route | 0.5086 | 0.4501 | 7463 | 21.51
finish | 0.4789 | 0.4501 | 7463 | 21.72
No activity file was given, so power comes from the tool's default toggle rates.
